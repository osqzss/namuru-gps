==> /design/flow/config.mk <==
export PLATFORM = sky130hd
export DESIGN_NAME = time_base
export DESIGN_NICKNAME = time_base
export VERILOG_FILES = /design/flow/design.v
export SDC_FILE = /design/flow/constraint.sdc
export NUM_CORES = 4
export LEC_CHECK = 1
export CORE_UTILIZATION = 50
==> /design/flow/constraint.sdc <==
current_design time_base

set clk_period 10.9
set clk_io_pct 0.2

create_clock -name clk0 -period $clk_period [get_ports {clk}]

set non_clock_inputs [all_inputs -no_clocks]
set_input_delay [expr $clk_period * $clk_io_pct] -clock clk0 $non_clock_inputs
set_output_delay [expr $clk_period * $clk_io_pct] -clock clk0 [all_outputs]
==> /design/flow/design.v <==
module time_base (
  input  logic        clk,
  input  logic        rstn,
  input  logic [23:0] tic_divide,
  input  logic [23:0] accum_divide,
  output logic        pre_tic_enable,
  output logic        tic_enable,
  output logic        accum_enable,
  output logic [23:0] tic_count,
  output logic [23:0] accum_count
);
  logic [23:0] tic_q;
  logic [23:0] accum_q;
  logic        tic_shift;    
  always_ff @(posedge clk) begin
    if (!rstn) begin
      tic_q <= 24'd0;
    end
    else if (pre_tic_enable) begin
      tic_q <= tic_divide;
    end
    else if (tic_q == 24'd0) begin
      tic_q <= 24'hFF_FFFF;
    end
    else begin
      tic_q <= tic_q - 24'd1;
    end
  end
  always_comb begin
    pre_tic_enable = (tic_q == 24'd0);
    tic_count      = tic_q;
  end
  always_ff @(posedge clk) begin
    if (!rstn) begin
      tic_shift <= 1'b0;
    end
    else begin
      tic_shift <= pre_tic_enable;
    end
  end
  assign tic_enable = tic_shift;
  always_ff @(posedge clk) begin
    if (!rstn) begin
      accum_q <= 24'd0;
    end
    else if (accum_enable) begin
      accum_q <= accum_divide;
    end
    else if (accum_q == 24'd0) begin
      accum_q <= 24'hFF_FFFF;
    end
    else begin
      accum_q <= accum_q - 24'd1;
    end
  end
  always_comb begin
    accum_enable = (accum_q == 24'd0);
    accum_count  = accum_q;
  end
endmodule
==> /design/flow/run.sh <==
#!/bin/bash
# OpenROAD 26Q1-2900-gdf79404cd8, Yosys 0.63+post, stock flow scripts
make -C /OpenROAD-flow-scripts/flow DESIGN_CONFIG=/design/flow/config.mk WORK_HOME=/design/flow/orfs finish
==> run notes <==
run metrics: Final Max Slew Viols=0, Core Util, Final=between 70% and 80%, drt first pass iters=4, final instance area=approximately 3700 sq um, CTS tree=done, flop2flop setup slack=~8.3 ns, die width=73.8 um, Port Buffer Count=roughly 100, VDD IR max=approximately 0.13 mV, Synth-to-Final Area Change=43.7%, Post-synth regs=approximately 50, Post-CTS Hold Fix Bufs=0, dominant logic cell type in the layout=clkdlybuf4s50_1, register area=between 900 and 1000 sq um, CTS H-tree lvls=2, clock tree buffer depth=2, ys cells=311, diodes inserted=0, Setup Fix Bufs, Post-CTS=0, CTS clock-pin slew for the worst setup and hold paths=~0.09 ns, Reg2Reg Capture Point=accum_q[9], WHS Path Cells=2, unrepaired setup endpoints after global routing=no, Maximum Capacitance Violations=0, height of the die=roughly 74 um, GRT Overall Usage=between 20% and 30%, Cell Type Count=39, min Tclk post-route=4.64 ns, clock skew=slightly above 0.008 ns, Placer Congestion=0.909, most numerous logic cells after layout=100 x clkdlybuf4s50_1, 49 x dfxtp_1, 34 x a21oi_1, placed cells=466, Insertion Delay late pin=0.30 ns, Resize count post-CTS=0, worst slew pin tran=0.784 ns, Cells after Synth=between 300 and 400, wire length on met3=around 350 um, setup tns final=0 ns, DRC violations left=0, initial antenna violation count=0, final hold vios=0, fraction of layout cells with a size suffix above 1=4.93%, critical path fanouts, max=7, Via density=~5.5, FMAX=about 220 MHz, PwrDens=roughly 240 nW/um^2, warnings from Yosys=1, Root Driver=clkbuf_8, worst r2r path cells=5, placed inst area=around 3600 sq um, critical path type=reg2out, Cell Area, Synth=2580 sq um, clk sinks=49, CTS Buf Count=5, Critical Path RT=slightly below 9 ns, Endpoint, Worst Hold=tic_q[18], capturing element type of the critical path=output pin, row cnt=25, CP Launch Type=register, reg2reg start=accum_q[10], Synth Area per Inst=8.28 sq um, DP HPWL=~4700 um, Core Region=around 4800 sq um, Max Used Layer=met4, fillers=between 300 and 400, Final setup viols=0, chip area=roughly 5400 sq um, first-pass GRT wire length=~11000 um, DRT iter0 DRCs=111, floorplan core density=53.1%, Total Wirelength=6680 um, Routed met1 length=2990 um, slew margin rel.=about 47%, IO Count=101, Hold Crit Class=reg2reg, fin crit share=42.5%, yosys stat area=approximately 2600 sq um, status=finished, final reports clean, Pleak=about 1.3 nW, OpenROAD warning count=29, Synth Seq Share=38.1%, Detail Route Antenna Nets=0, met2 WL post-DR=~3300 um, total congestion overflow=0, Hold Crit Start=tic_q[18], worst hold slack=a little under 0.5 ns, Comb area=1510 sq um, non-filler instance count after layout=approximately 470, vias in the first global route=approximately 2400, largest net degree at the start of global routing=35, vias=roughly 2600, wire per inst=approximately 14 um, crit path DAT=between 2 and 2.5 ns
sequential cells by signal (all words and copies together), names as in the netlist:
signal	count
accum_q	24
tic_q	24
tic_shift	1
worst max path at each step:
stage	to	slack (ns)	depth (start not counted)	from
4_1_cts	accum_enable	6.25	4	accum_q[2]
5_1_grt	accum_enable	6.10	4	accum_q[2]
6_report	accum_enable	6.26	4	accum_q[2]
power breakdown:
group          internal, mW  switching (mW)  leakage, nW  total (mW)
Clock                0.0503          0.0600       0.0433       0.110
Combinational         0.260           0.222        0.879       0.482
Sequential            0.232          0.0629        0.402       0.295
Total                 0.542           0.345         1.32       0.887
kinds of logic after synthesis:
kind of cell,synth area share (%)
flip-flops,38.1
adder cells (fa/ha/maj),1.94
AND-OR/OR-AND,20.3
multiplexers,0.437
AND/OR/NAND/NOR,23.3
XOR/XNOR,12.6
buffers and inverters,3.40
metrics by stage:
step	setup WS [ns]	power, mW
floorplan	7.03	0.595
global placement	6.64	0.771
detailed placement	6.61	0.774
CTS	6.25	0.889
global route	6.10	0.961
finish	6.26	0.887
cells in the mapped netlist, drive strengths merged:
cell	number	area share, %
dfxtp	49	38
a21oi	34	6.6
nor2	31	4.5
o21ai	31	6.0
xnor2	19	6.5
xor2	18	6.1
nand2	16	2.3
nor3	16	3.3
a211oi	15	4.8
clkbuf	12	1.7
or3	10	2.5
nand3	9	1.7
nor4	9	2.7
nand4	6	1.5
inv	5	0.73
or4	5	1.9
ha	4	1.9
o31ai	3	0.87
nand4b	2	0.68
nor4b	2	0.68
o21a	2	0.58
a311oi	1	0.34
and2	1	0.24
and4bb	1	0.49
buf	1	0.44
clkinv	1	0.15
dlygate4sd1	1	0.34
mux2	1	0.44
nand2b	1	0.24
nand3b	1	0.29
nor3b	1	0.29
o211a	1	0.39
o31a	1	0.34
o41ai	1	0.34
final cells by class:
cell class | count | area share, %
Multi-Input combinational cell | 242 | 40.7
Timing Repair Buffer | 102 | 27.5
Sequential cell | 49 | 26.5
Tap cell | 67 | 2.27
Clock buffer | 6 | 2.23
Inverter | 6 | 0.609
Clock inverter | 1 | 0.203
layer usage:
| layer | GRT usage (%) | vias up |
|---|---|---|
| li1 | - | 1323 |
| met1 | 33.4 | 1190 |
| met2 | 44.6 | 86 |
| met3 | 4.44 | 9 |
| met4 | 4.49 | 0 |
| met5 | 0 | - |
critical path, stage by stage (launching register included):
cell,delay [ns]
dfxtp_1,0.36
nor4_2,0.59
nand4_1,0.34
nor3_1,0.35
clkdlybuf4s50_1,0.51
Power is estimated from default activity; no workload was simulated.
